==> /design/flow/design.v <==
module shiftright(input[7:0] mag,input[23:0] ip,output[23:0] op); 
    wire w_ov;
    wire[23:0]o; 
    wire[31:0] w_23, w_22, w_21, w_20, w_19, w_18, w_17, w_16, w_15, w_14, w_13, w_12, w_11, w_10, w_9, w_8, w_7, w_6, w_5, w_4, w_3, w_2, w_1, w_0;
    or(w_ov,mag[7],mag[6],mag[5]);
    genvar i;
    generate
    for(i=0;i<=23;i=i+1)begin
        and(op[i],o[i],~w_ov);
    end
    endgenerate
    assign w_23[0]=ip[23];
    assign w_23[31:1]=31'd0;
    mux32 m23(w_23,mag[4:0],o[23]);
    assign w_22[1:0]=ip[23:22];
    assign w_22[31:2]=30'b0;
    mux32 m22(w_22,mag[4:0],o[22]);
    assign w_21[2:0]=ip[23:21];
    assign w_21[31:3]=29'b0;
    mux32 m21(w_21,mag[4:0],o[21]);
    assign w_20[3:0]=ip[23:20];
    assign w_20[31:4]=28'b0;
    mux32 m20(w_20,mag[4:0],o[20]);
    assign w_19[4:0]=ip[23:19];
    assign w_19[31:5]=27'b0;
    mux32 m19(w_19,mag[4:0],o[19]);
    assign w_18[5:0]=ip[23:18];
    assign w_18[31:6]=26'b0;
    mux32 m18(w_18,mag[4:0],o[18]);
    assign w_17[6:0]=ip[23:17];
    assign w_17[31:7]=25'b0;
    mux32 m17(w_17,mag[4:0],o[17]);
    assign w_16[7:0]=ip[23:16];
    assign w_16[31:8]=24'b0;
    mux32 m16(w_16,mag[4:0],o[16]);
    assign w_15[8:0]=ip[23:15];
    assign w_15[31:9]=23'b0;
    mux32 m15(w_15,mag[4:0],o[15]);
    assign w_14[9:0]=ip[23:14];
    assign w_14[31:10]=22'b0;
    mux32 m14(w_14,mag[4:0],o[14]);
    assign w_13[10:0]=ip[23:13];
    assign w_13[31:11]=21'b0;
    mux32 m13(w_13,mag[4:0],o[13]);
    assign w_12[11:0]=ip[23:12];
    assign w_12[31:12]=20'b0;
    mux32 m12(w_12,mag[4:0],o[12]);
    assign w_11[12:0]=ip[23:11];
    assign w_11[31:13]=19'b0;
    mux32 m11(w_11,mag[4:0],o[11]);
    assign w_10[13:0]=ip[23:10];
    assign w_10[31:14]=18'b0;
    mux32 m10(w_10,mag[4:0],o[10]);
    assign w_9[14:0]=ip[23:9];
    assign w_9[31:15]=17'b0;
    mux32 m9(w_9,mag[4:0],o[9]);
    assign w_8[15:0]=ip[23:8];
    assign w_8[31:16]=16'b0;
    mux32 m8(w_8,mag[4:0],o[8]);
    assign w_7[16:0]=ip[23:7];
    assign w_7[31:17]=15'b0;
    mux32 m7(w_7,mag[4:0],o[7]);
    assign w_6[17:0]=ip[23:6];
    assign w_6[31:18]=14'b0;
    mux32 m6(w_6,mag[4:0],o[6]);
    assign w_5[18:0]=ip[23:5];
    assign w_5[31:19]=13'b0;
    mux32 m5(w_5,mag[4:0],o[5]);
    assign w_4[19:0]=ip[23:4];
    assign w_4[31:20]=12'b0;
    mux32 m4(w_4,mag[4:0],o[4]);
    assign w_3[20:0]=ip[23:3];
    assign w_3[31:21]=11'b0;
    mux32 m3(w_3,mag[4:0],o[3]);
    assign w_2[21:0]=ip[23:2];
    assign w_2[31:22]=10'b0;
    mux32 m2(w_2,mag[4:0],o[2]);
    assign w_1[22:0]=ip[23:1];
    assign w_1[31:23]=9'b0;
    mux32 m1(w_1,mag[4:0],o[1]);
    assign w_0[23:0]=ip[23:0];
    assign w_0[31:24]=8'b0;
    mux32 m0(w_0,mag[4:0],o[0]);
endmodule
module shiftleft(input[7:0] mag,input[23:0] ipl,output[23:0] op); 
    reg[31:0] zeros;
    wire w_ov;
    wire[0:23] ip;
    wire[23:0]o; 
    wire[31:0] w_23, w_22, w_21, w_20, w_19, w_18, w_17, w_16, w_15, w_14, w_13, w_12, w_11, w_10, w_9, w_8, w_7, w_6, w_5, w_4, w_3, w_2, w_1, w_0;
    or(w_ov,mag[7],mag[6],mag[5]);
    genvar i;
    generate
    for(i=0;i<=23;i=i+1)begin
        and(op[i],o[i],~w_ov);
        assign ip[i]=ipl[i];
    end
    endgenerate
    assign w_23[23:0]=ip[0:23];
    assign w_23[31:24]=8'b0;
    mux32 m23(w_23,mag[4:0],o[23]);
    assign w_22[22:0]=ip[0:22];
    assign w_22[31:23]=9'b0;
    mux32 m22(w_22,mag[4:0],o[22]);
    assign w_21[21:0]=ip[0:21];
    assign w_21[31:22]=10'b0;
    mux32 m21(w_21,mag[4:0],o[21]);
    assign w_20[20:0]=ip[0:20];
    assign w_20[31:21]=11'b0;
    mux32 m20(w_20,mag[4:0],o[20]);
    assign w_19[19:0]=ip[0:19];
    assign w_19[31:20]=12'b0;
    mux32 m19(w_19,mag[4:0],o[19]);
    assign w_18[18:0]=ip[0:18];
    assign w_18[31:19]=13'b0;
    mux32 m18(w_18,mag[4:0],o[18]);
    assign w_17[17:0]=ip[0:17];
    assign w_17[31:18]=14'b0;
    mux32 m17(w_17,mag[4:0],o[17]);
    assign w_16[16:0]=ip[0:16];
    assign w_16[31:17]=15'b0;
    mux32 m16(w_16,mag[4:0],o[16]);
    assign w_15[15:0]=ip[0:15];
    assign w_15[31:16]=16'b0;
    mux32 m15(w_15,mag[4:0],o[15]);
    assign w_14[14:0]=ip[0:14];
    assign w_14[31:15]=17'b0;
    mux32 m14(w_14,mag[4:0],o[14]);
    assign w_13[13:0]=ip[0:13];
    assign w_13[31:14]=18'b0;
    mux32 m13(w_13,mag[4:0],o[13]);
    assign w_12[12:0]=ip[0:12];
    assign w_12[31:13]=19'b0;
    mux32 m12(w_12,mag[4:0],o[12]);
    assign w_11[11:0]=ip[0:11];
    assign w_11[31:12]=20'b0;
    mux32 m11(w_11,mag[4:0],o[11]);
    assign w_10[10:0]=ip[0:10];
    assign w_10[31:11]=21'b0;
    mux32 m10(w_10,mag[4:0],o[10]);
    assign w_9[9:0]=ip[0:9];
    assign w_9[31:10]=22'b0;
    mux32 m9(w_9,mag[4:0],o[9]);
    assign w_8[8:0]=ip[0:8];
    assign w_8[31:9]=23'b0;
    mux32 m8(w_8,mag[4:0],o[8]);
    assign w_7[7:0]=ip[0:7];
    assign w_7[31:8]=24'b0;
    mux32 m7(w_7,mag[4:0],o[7]);
    assign w_6[6:0]=ip[0:6];
    assign w_6[31:7]=25'b0;
    mux32 m6(w_6,mag[4:0],o[6]);
    assign w_5[5:0]=ip[0:5];
    assign w_5[31:6]=26'b0;
    mux32 m5(w_5,mag[4:0],o[5]);
    assign w_4[4:0]=ip[0:4];
    assign w_4[31:5]=27'b0;
    mux32 m4(w_4,mag[4:0],o[4]);
    assign w_3[3:0]=ip[0:3];
    assign w_3[31:4]=28'b0;
    mux32 m3(w_3,mag[4:0],o[3]);
    assign w_2[2:0]=ip[0:2];
    assign w_2[31:3]=29'b0;
    mux32 m2(w_2,mag[4:0],o[2]);
    assign w_1[1:0]=ip[0:1];
    assign w_1[31:2]=30'b0;
    mux32 m1(w_1,mag[4:0],o[1]);
    assign w_0[0]=ip[0];
    assign w_0[31:1]=31'b0;
    mux32 m0(w_0,mag[4:0],o[0]);
endmodule
module mux32(input[31:0]cont,input[4:0]ip,output o);
    wire[1:0] t;
    mux16 mu(cont[31:16],ip[3:0],t[1]);
    mux16 md(cont[15:0],ip[3:0],t[0]);
    mux2 mf(t,ip[4],o);
endmodule
module mux16(input[15:0] cont,input[3:0] ip,output o);
    wire[1:0] t;
    mux8 mu(cont[15:8],ip[2:0],t[1]);
    mux8 md(cont[7:0],ip[2:0],t[0]);
    mux2 mf(t,ip[3],o);
endmodule
module mux8(input[7:0] cont,input[2:0] ip,output o);
    wire[1:0] t;
    mux4 mu(cont[7:4],ip[1:0],t[1]);
    mux4 md(cont[3:0],ip[1:0],t[0]);
    mux2 mf(t,ip[2],o);
endmodule
module mux4(input[3:0] cont,input[1:0] ip,output o);
    wire[1:0] t;
    mux2 mu(cont[3:2],ip[0],t[1]);
    mux2 md(cont[1:0],ip[0],t[0]);
    mux2 mf(t,ip[1],o);
endmodule
module mux2(input[1:0] cont,input ip,output o);
    and(t1,cont[1],ip);
    and(t2,cont[0],~ip);
    or(o,t1,t2);
endmodule
==> /design/flow/run.sh <==
#!/bin/bash
# OpenROAD 26Q1-2900-gdf79404cd8, Yosys 0.63+post, stock flow scripts
make -C /OpenROAD-flow-scripts/flow DESIGN_CONFIG=/design/flow/config.mk WORK_HOME=/design/flow/orfs finish
==> /design/flow/config.mk <==
export PLATFORM = sky130hd
export DESIGN_NAME = shiftright
export DESIGN_NICKNAME = shiftright
export VERILOG_FILES = /design/flow/design.v
export SDC_FILE = /design/flow/constraint.sdc
export NUM_CORES = 4
export LEC_CHECK = 1
export CORE_AREA = 10 10 93 93
export DIE_AREA = 0 0 103 103
==> /design/flow/constraint.sdc <==
current_design shiftright

set clk_period 4.4
set clk_io_pct 0.2

create_clock -name clk0 -period $clk_period

set non_clock_inputs [all_inputs -no_clocks]
set_input_delay [expr $clk_period * $clk_io_pct] -clock clk0 $non_clock_inputs
set_output_delay [expr $clk_period * $clk_io_pct] -clock clk0 [all_outputs]
==> impl_metrics.yaml <==
# synthesis and place-and-route metrics
routing:
  drtPass1Iterations: 5
  post_drt_wl_per_cell_um: 17.8
  num_vias: 1442
  finalWirelength_mm: 4.99
  ant_nets: 0
  drc_errors: 0
  vias_per_cell: 5.13
  antenna_cells: 0
  drt_iter0_markers: 134
grt:
  grt_usage: 0.0920
  grt_max_degree: 24
  grt_antenna_before_repair: 0
  grt_pass1_wl_mm: 7.78
  grt.overflow.total: 0
  first_global_vias: 1497
cells_and_area:
  area_delta_synth_final_pct: 47.7
  seq_cell_count: 0
  fin_cells: 281
  postLayoutCellArea_um2: 1900
  nClkBuffers: 0
  fin_util: 0.281
  drive_gt1_frac: 0.159
  seq_area_um2: 0
  n_fill_cell: 741
clocking:
  ctsHoldBuffers: 0
  cts_resized: 0
  post_cts.repair.setup_buffers: 0
power:
  leakagePower_nw: 0.682
  power_density_nw_per_um2: 88.4
  power.total_mw: 0.168
  peakVddDrop_mv: 0.0350
final_timing:
  fmax_ghz: 0.239
  final_max_slew_viol_count: 0
  fin_crit_sh: 0.950
  period_needed_ns: 4.18
  setup_viol: 0
  slew_headroom: 0.618
  setup-tns-final_ns: 0
  finalWorstSetupSlack_ns: 0.220
  finalHoldViolCount: 0
  whs_ns: 2.82
  worstMarginPinSlew_ns: 0.569
  rsz0062_at_grt: "no"
logic_synthesis:
  syn_area_per_cell_um2: 8.41
  synthCells: 153
  yosysWarnings: 2
  synthDistinctLibCells: 43
  mappedNetlistArea_um2: 1290
  area_leaders: "mux2i_1 (21%), mux4_2 (16%), mux2_2 (8.8%)"
  yosysTopAreaCell: "mux2i_1"
  ys_cells: 153
  synth_seq_share: 0
  synth_adder_area_share: 0
  synthXorXnorAreaFrac: 0
  ys_sh_mux: 0.455
  ys_area_um2: 1290
  synth-compound-area-share: 0.252
  yosys.area_share.simple: 0.201
  yosys.area.top_type_share: 0.210
  synth.logic.top_family: "multiplexers"
floorplan:
  coreArea_um2: 6760
  die_area_um2: 10600
  fp.dieW_um: 103
  fp-utilization: 0.190
  io_pins: 56
  fp-row-count: 30
  die_h_um: 103
placed_design:
  dp.cells: 281
  dp_hpwl_mm: 4.25
  portBuffers: 56
  dpl_cell_area_um2: 1900
  routabilityCongestion: 0.896
  pre_cts_ws_ns: 0.163
worst_setup_path:
  cp.required_ns: 3.52
  critPathKind: "input port to primary output"
  start_kind: "input port"
  cp-end-kind: "primary output"
  crit_arrival_ns: 3.30
  critPathMaxFanout: 7
run:
  warnings: 32
  cap_violations: 0
outcome:
  outcome: "completed"
min_path:
  worstHoldPathType: "input port to primary output"
==> final cells by class <==
| cell class | instances | area [µm²] | area share |
|---|---|---|---|
| Multi-Input combinational cell | 136 | 1170 | 0.617 |
| Timing Repair Buffer | 63 | 621 | 0.327 |
| Tap cell | 80 | 100 | 0.0527 |
| Inverter | 2 | 7.51 | 0.00395 |
==> placed cells by master, fill, tap and decap left out, types with 2 or more instances in the layout <==
cell type / n
clkdlybuf4s50_1: 55
mux2i_1: 27
nor2_1: 10
mux2_2: 10
mux4_2: 9
a22oi_1: 9
nand2_1: 7
buf_4: 6
and2_1: 5
a211oi_1: 5
o221ai_1: 5
nor3_1: 4
a21oi_1: 4
and3_1: 3
a222oi_1: 3
a21o_1: 3
nand2b_1: 3
nor2b_1: 3
nand3_1: 3
o21a_1: 2
o22ai_1: 2
==> power breakdown <==
group,total [mW],internal (mW),switching (mW)
combinational,0.168,0.0887,0.0792
clock,0,0,0
sequential,0,0,0
==> metal layers <==
layer	routed length, µm	track usage
met1	2010	0.109
met2	2710	0.174
met3	226	0.0149
met4	54	0.00963
met5	0	0
==> critical path, stage by stage <==
cell,delay [ns]
clkdlybuf4s50_1,0.67
mux4_2,0.59
a222oi_1,0.48
and2_1,0.19
a211oi_1,0.05
clkdlybuf4s50_1,0.45
==> path summary, 6_finish.rpt <==
path / depth (start not counted) / to / startpoint / slack, ns
max: 6 / op[13] / mag[2] / 0.22
min: 5 / op[6] / mag[0] / 2.82
==> Yosys cell counts, types with 4 or more instances <==
master / instances
a211oi_1: 5
nand2_1: 7
a21oi_1: 4
a22oi_1: 9
nor2b_1: 4
mux4_2: 9
and2_1: 5
buf_6: 5
mux2_2: 10
mux2i_1: 27
buf_2: 4
nor3_1: 4
o221ai_1: 5
nor2_1: 10
==> cell families (layout without fill, tap and decap cells) <==
| kind of cell | count (synthesis) | after routing |
|---|---|---|
| AND/OR/NAND/NOR | 48 | 48 |
| multiplexers | 46 | 46 |
| AND-OR/OR-AND | 42 | 42 |
| buffers and inverters | 17 | 65 |
Power figures rest on the tool's default switching activity, not on a simulated workload.
